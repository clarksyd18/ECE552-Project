### flow/config.mk
export PLATFORM = sky130hd
export DESIGN_NAME = cache_fsm
export DESIGN_NICKNAME = cache_fsm
export VERILOG_FILES = /design/flow/design.v
export SDC_FILE = /design/flow/constraint.sdc
export NUM_CORES = 4
export LEC_CHECK = 1
export CORE_AREA = 10 10 71 71
export DIE_AREA = 0 0 81 81
### flow/constraint.sdc
current_design cache_fsm

set clk_period 3.1
set clk_io_pct 0.2

create_clock -name clk0 -period $clk_period

set non_clock_inputs [all_inputs -no_clocks]
set_input_delay [expr $clk_period * $clk_io_pct] -clock clk0 $non_clock_inputs
set_output_delay [expr $clk_period * $clk_io_pct] -clock clk0 [all_outputs]
### flow/design.v
`default_nettype none
module cache_fsm(
  input wire rd, wr,  
  input wire vld0, vld1, hit0, hit1, dirty0, dirty1,
  input wire victimway,
  input wire [3:0] busy, curr_state,
  output reg way_sel, en_both_ways, change_way, offset_sel_cache, offset_sel_mem, din_sel, toggle_victimway, tag_sel, fsm_hit,
  output reg [2:0] offset_fsm_cache, offset_fsm_mem,
  output reg cache_wr, cache_cmp, cache_vld,
  output reg mem_rd, mem_wr,
  output reg stall, done,
  output reg [3:0] nxt_state
);
localparam IDLE         = 4'h0;
localparam RD_TAG_CHECK = 4'h1;
localparam WR_TAG_CHECK = 4'h2;
localparam RD_MEM       = 4'h3;
localparam RD_MEM2      = 4'h4;
localparam WB0          = 4'h5;
localparam WB1          = 4'h6;
localparam WB2          = 4'h7;
localparam WB3          = 4'h8;
localparam WR_CACHE0    = 4'h9;
localparam WR_CACHE1    = 4'hA;
localparam WR_CACHE2    = 4'hB;
localparam WR_CACHE3    = 4'hC;
localparam DONE         = 4'hD;
localparam WR_HIT       = 4'hE;
localparam WR_MISS      = 4'hF;
always @(*) begin
  way_sel          = 0;
  en_both_ways     = 0;
  change_way       = 0;
  offset_sel_cache = 0;
  offset_sel_mem   = 0;
  din_sel          = 0;
  toggle_victimway = 0;
  tag_sel          = 0;
  fsm_hit          = 0;
  offset_fsm_cache = 0;
  offset_fsm_mem   = 0;
  cache_wr  = 0;
  cache_cmp = 0;
  cache_vld = 0;
  mem_rd = 0;
  mem_wr = 0;
  stall     = 1;
  done      = 0;
  nxt_state = curr_state;
  case (curr_state)
  	IDLE: begin
      stall = (wr|rd);
      en_both_ways = 1;
      cache_cmp = 1;
      toggle_victimway = (~rd & wr) ? 1 :
                         (rd & ~wr) ? 1 : 0;
      nxt_state        = (~rd & wr) ? WR_TAG_CHECK :
                         (rd & ~wr) ? RD_TAG_CHECK : curr_state;
  	end
  	RD_TAG_CHECK: begin
      en_both_ways = 1;
      cache_cmp = 1;
      change_way = 1;
      way_sel = (~((hit0&vld0)|(hit1&vld1))) ? ((~vld0&~vld1) ? 0 :
                ((vld0 ^ vld1) ? vld0 : victimway)) : (hit1&vld1);
      nxt_state = (~((hit0&vld0)|(hit1&vld1))) ? ((~vld0&~vld1) ? RD_MEM :
                ((vld0 ^ vld1) ? RD_MEM : (((~victimway&dirty0)|(victimway&dirty1)) ? WB0 : RD_MEM))) : IDLE;
      done = (hit0&vld0)|(hit1&vld1);
      stall = ~done;
      fsm_hit = (hit0&vld0)|(hit1&vld1);
  	end
  	WB0: begin
      offset_sel_cache = 1;
      offset_sel_mem   = 1;
      offset_fsm_cache = 3'b000;
      offset_fsm_mem   = 3'b000;
      din_sel = 1;
      tag_sel = 1;
      cache_cmp = 1;
      mem_wr    = (busy[0]) ? 0          : 1;
      nxt_state = (busy[0]) ? curr_state : WB1;
  	end
    WB1: begin
      offset_sel_cache = 1;
      offset_sel_mem   = 1;
      offset_fsm_cache = 3'b010;
      offset_fsm_mem   = 3'b010;
      din_sel = 1;
      tag_sel = 1;
      cache_cmp = 1;
      mem_wr    = (busy[1]) ? 0          : 1;
      nxt_state = (busy[1]) ? curr_state : WB2;
  	end
    WB2: begin
      offset_sel_cache = 1;
      offset_sel_mem   = 1;
      offset_fsm_cache = 3'b100;
      offset_fsm_mem   = 3'b100;
      din_sel = 1;
      tag_sel = 1;
      cache_cmp = 1;
      mem_wr    = (busy[2]) ? 0          : 1;
      nxt_state = (busy[2]) ? curr_state : WB3;
  	end
    WB3: begin
      offset_sel_cache = 1;
      offset_sel_mem   = 1;
      offset_fsm_cache = 3'b110;
      offset_fsm_mem   = 3'b110;
      din_sel = 1;
      tag_sel = 1;
      cache_cmp = 1;
      mem_wr    = (busy[3]) ? 0          : 1;
      nxt_state = (busy[3]) ? curr_state : RD_MEM;
  	end
  	RD_MEM: begin
      offset_sel_mem = 1;
      offset_fsm_mem = 3'b000;
      mem_rd = 1;
      nxt_state = RD_MEM2;
  	end
  	RD_MEM2: begin
      offset_sel_mem = 1;
      offset_fsm_mem = 3'b010;
      mem_rd = 1;
      nxt_state = WR_CACHE0;
  	end
  	WR_CACHE0: begin
      offset_sel_cache = 1;
      offset_fsm_cache = 3'b000;
      offset_sel_mem   = 1;
      offset_fsm_mem   = 3'b100;
      din_sel  = 1;
      mem_rd   = 1;
      cache_wr = 1;
      nxt_state = WR_CACHE1;
  	end
    WR_CACHE1: begin
      offset_sel_cache = 1;
      offset_fsm_cache = 3'b010;
      offset_sel_mem   = 1;
      offset_fsm_mem   = 3'b110;
      din_sel  = 1;
      mem_rd   = 1;
      cache_wr = 1;
      nxt_state = WR_CACHE2;
    end
  	WR_CACHE2: begin
      offset_sel_cache = 1;
      offset_fsm_cache = 3'b100;
      din_sel  = 1;
      cache_wr = 1;
      nxt_state = WR_CACHE3;
  	end
    WR_CACHE3: begin
      offset_sel_cache = 1;
      offset_fsm_cache = 3'b110;
      din_sel  = 1;
      cache_wr = 1;
      cache_vld = 1;
      nxt_state = (wr) ? WR_MISS : DONE;
  	end
    DONE: begin
      cache_cmp = 1;
      done = 1;
      stall = 0;
      nxt_state = IDLE;
    end
  	WR_TAG_CHECK: begin
      en_both_ways = 1;
      cache_cmp  = 1;
      change_way = 1;
      way_sel = (~((hit0&vld0)|(hit1&vld1))) ? ((~vld0&~vld1) ? 0 :
                ((vld0 ^ vld1) ? vld0 : victimway)) : (hit1&vld1);
      nxt_state = (~((hit0&vld0)|(hit1&vld1))) ? ((~vld0&~vld1) ? RD_MEM :
                ((vld0 ^ vld1) ? RD_MEM : (((~victimway&dirty0)|(victimway&dirty1)) ? WB0 : RD_MEM))) : WR_HIT;
      fsm_hit = (hit0&vld0)|(hit1&vld1);
  	end
  	WR_HIT: begin
      cache_wr = 1;
      cache_cmp = 1;
      cache_vld = 1;
      done = 1;
      stall = 0;
      nxt_state = IDLE;
  	end
  	WR_MISS: begin
      cache_wr = 1;
      cache_cmp = 1;
      cache_vld = 1;
      nxt_state = DONE;
  	end
    default: begin
      nxt_state = IDLE;
    end
  endcase
end
endmodule
`default_nettype wire
### flow/run.sh
#!/bin/bash
# OpenROAD 26Q1-2900-gdf79404cd8, Yosys 0.63+post, stock flow scripts
make -C /OpenROAD-flow-scripts/flow DESIGN_CONFIG=/design/flow/config.mk WORK_HOME=/design/flow/orfs finish
==> flow_summary_export.csv <==
group,metric,value,unit
status,status,"finished clean",
floorplanning,ios,43,
drt,drt-initial-drc-count,50,
synthesis,yosys.area.top_type_share,8.01,%
flow_run,max_cap_violations,0,
drt,diodes,0,
final_timing,slew_viol_final,0,
flow_run,warning_count,35,
final_timing,setup_viol,0,
clock_tree,post-cts-setup-buffers,0,
layout,seq_cells,0,
synthesis,top_cells_by_count,"nand2_1 (15), nor2_1 (12), a21oi_1 (10), o21ai_1 (8)",
layout,area_growth,105,%
worst_setup_path,path_max_fanout,3,
final_timing,fin_crit_sh,97.7,%
clock_tree,cts-hold-fix-buffers,0,
global_routing,grt_pass1_wl,4.83,mm
worst_setup_path,worstPathRequired,2480,ps
synthesis,synth.avg_cell_area,5.86,sq um
floorplanning,fp_util,19.4,%
final_timing,setup_ws,72.8,ps
drt,wl,2.96,mm
drt,postRouteAntennaNets,0,
worst_setup_path,critPathArrivalTime,2410,ps
layout,drive_gt1_share,26.6,%
synthesis,top_cell,"nand2_1",
drt,via_count,1090,
floorplanning,chipArea,6560,sq um
global_routing,grt_pass1_vias,1063,
synthesis,synth_chip_area,703,sq um
placement,pre_cts_slack,-357,ps
global_routing,antenna_found_initial,0,
power_and_ir_drop,ir_worst_vdd,0.0575,mV
worst_setup_path,cpMostUsedCell,"clkdlybuf4s50_1",
synthesis,logic_family,"AND-OR/OR-AND gates",
placement,dpl.hpwl,2.48,mm
worst_setup_path,worst_setup_path_start_kind,"input port",
floorplanning,core.rowCount,22,
synthesis,yosys_warnings,1,
worst_setup_path,criticalPathCategory,"input port to primary output",
global_routing,grt_max_degree,19,
layout,nFillCells,406,
layout,finalNonFillerCells,232,
synthesis,xor_share,4.98,%
drt,drc,0,
synthesis,mux_share,1.42,%
synthesis,syn_area,703,sq um
synthesis,yosys.cell_types.count,43,
final_timing,fmax,330,MHz
power_and_ir_drop,power.leakage,0.631,nW
worst_hold_path,hold_path_class,"input port to primary output",
synthesis,synthCells,120,
power_and_ir_drop,power_density,140,nW/um^2
drt,avgRoutedWirePerCell,12.8,um
drt,viasPerCell,4.70,
placement,dp.cells,232,
global_routing,met1_usage,11.5,%
final_timing,final-hold-violation-count,0,
worst_setup_path,endpoint_kind,"primary output",
layout,seqCellArea,0,sq um
final_timing,period_minus_slack,3030,ps
final_timing,grt_setup_unrepaired,"true",
synthesis,ys_cells,120,
synthesis,ys_sh_adder,7.12,%
global_routing,track_usage,8.75,%
placement,gp_congestion,0.857,
global_routing,grt.busiest_layer,"met2",
worst_setup_path,slowest_stage,"or4b_1",
synthesis,simple_gate_share,35.1,%
placement,port_buffers,41,
floorplanning,coreArea,3630,sq um
layout,clockBufferCount,0,
global_routing,grt_use_met3,2.23,%
drt,first_pass_iters,6,
synthesis,netlist.top_cell.by_area,"nand2_1",
global_routing,overflow,0,
synthesis,synthTopCellsByArea,"nand2_1 (8.0%), a21oi_1 (7.1%), ha_1 (7.1%)",
synthesis,synth_seq_share,0,%
worst_setup_path,critPathMaxStageDelay,570,ps
floorplanning,die_h,81,um
floorplanning,die_x,81,um
synthesis,synthAoiAreaFrac,36.8,%
worst_setup_path,worstPathCellList,"clkdlybuf4s50_1 > or4b_1 > a21oi_4 > a21oi_1 > nand4_1 > clkdlybuf4s50_1",
global_routing,gr-usage-met2,15.0,%
==> worst max-delay path: cells and delay by family <==
| family | cells | cell delay [ps] |
|---|---|---|
| AND-OR/OR-AND | 2 | 220 |
| AND/OR/NAND/NOR | 2 | 660 |
| buffers and inverters | 2 | 910 |
==> area by class of cell <==
type	count	area, sq um	share of cell area, %
inverters	9	33.8	2.34
multi-input cells	100	683	47.4
well taps	48	60.1	4.16
repair buffers	75	666	46.1
==> cell usage in the layout, fill, tap and decap left out, drive strengths merged, types with 2 or more instances in the layout <==
cell type,count
xor2,2
or3,2
ha,4
and3,2
o21ai,12
buf,35
nand2,15
nor4,3
conb,2
clkdlybuf4s50,35
a311o,2
a21oi,10
nor2,12
xnor2,2
dlygate4sd2,3
a22oi,2
a211oi,2
o21a,2
inv,9
nand3,5
dlymetal6s2s,2
o22ai,2
==> path summary, 6_finish.rpt <==
check / endpoint / from / cells after the start
setup / recovery: nxt_state[0] / curr_state[1] / 6
hold / removal: nxt_state[2] / curr_state[0] / 6
==> per-layer routing <==
layer | routed length (um) | share of wire, %
met5 | 0 | 0
met3 | 312 | 11
met4 | 0 | 0
met1 | 1300 | 44
met2 | 1340 | 45
==> logic make-up after synthesis <==
family / Yosys count
and+or+nand+nor: 49
AOI/OAI and AO/OA: 40
buffers and inverters: 21
xor gates and xnor gates: 4
adders and majority gates: 4
muxes: 1
other: 1
==> where the power goes <==
| group | switching, W | internal, W |
|---|---|---|
| sequential | 0 | 0 |
| clock | 0 | 0 |
| combinational | 0.0000809 | 0.000121 |
| total | 0.0000809 | 0.000121 |
==> stage by stage <==
step | hold slack, ps | setup TNS [ps] | area (sq um) | utilization, % | total power, W
6_report | 1950 | 0 | 1440 | 39.7 | 0.000202
4_1_cts | 2080 | 0 | 1390 | 38.4 | 0.000199
3_3_place_gp | 2360 | -902 | 1370 | 37.6 | 0.000197
2_1_floorplan | 1330 | 0 | 707 | - | 0.0000750
5_1_grt | 2040 | -25.2 | 1440 | 39.7 | 0.000224
3_5_place_dp | 2370 | -822 | 1370 | 37.6 | 0.000196
==> what timing repair did <==
item / 4_1_cts / 5_1_grt
endpoints found under the setup margin: 8 / 11
pin swaps: 1 / 5
gates resized: 13 / 11
Power and IR drop assume default switching activity.
